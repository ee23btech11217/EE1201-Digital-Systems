<file path="./run.sh">
#!/bin/bash
# OpenROAD 26Q1-2900-gdf79404cd8, Yosys 0.63+post, stock flow scripts
make -C /OpenROAD-flow-scripts/flow DESIGN_CONFIG=/design/flow/config.mk WORK_HOME=/design/flow/orfs finish
</file>
<file path="./constraint.sdc">
current_design booth

set clk_period 7.1
set clk_io_pct 0.2

create_clock -name clk0 -period $clk_period [get_ports {clk}]

set non_clock_inputs [all_inputs -no_clocks]
set_input_delay [expr $clk_period * $clk_io_pct] -clock clk0 $non_clock_inputs
set_output_delay [expr $clk_period * $clk_io_pct] -clock clk0 [all_outputs]
</file>
<file path="./design.v">
module booth (
    input wire clk, 
    input wire rst, 
    input [7:0] x, 
    input [7:0] y, 
    output reg [15:0] s
);
    reg signed [16:0] addend = 0;
    reg signed [16:0] subtra = 0;
    reg signed [16:0] product = 0;
    reg [8:0] state = 0;
    wire signed [15:0] pwire;
    assign pwire = product >>> 1;
    integer i;
    always @ (posedge clk) begin
        if (rst) begin
            state <= 0;
        end
        else if (state == 0) begin
            addend <= { x[7:0], 9'b0 };
            subtra <= {-x[7:0], 9'b0 };
            product <= { 8'b0, y[7:0], 1'b0 };
            state <= state + 1;
        end
        else if (state == 9) begin
            s <= pwire;
            state <= 0;
        end
        for(i = 1; i < 9; i = i + 1) begin
            if (state == i && ~rst) begin
                case(product[1:0])
                    2'b01: product <= (product + addend) >>> 1;
                    2'b10: product <= (product + subtra) >>> 1;
                    default: product <= product >>> 1;
                endcase
                state <= state + 1;
            end
        end
    end
endmodule
</file>
<file path="./config.mk">
export PLATFORM = sky130hd
export DESIGN_NAME = booth
export DESIGN_NICKNAME = booth
export VERILOG_FILES = /design/flow/design.v
export SDC_FILE = /design/flow/constraint.sdc
export NUM_CORES = 4
export LEC_CHECK = 1
export CORE_UTILIZATION = 50
</file>
==> flow_summary.json <==
{
  "outcome": "completed",
  "viasPerCell": 5.22,
  "required_ps": 7050,
  "yosys_area_um2": 2670,
  "cts_hold_buffers": 0,
  "p_leak_nw": 1.11,
  "clock_sinks": 55,
  "finalWorstPathRequiredPeriod_ps": 3420,
  "finalCritPeriodShare_pct": 48.2,
  "cap_violations": 0,
  "setup_violations": 0,
  "ir_drop_mv": 0.108,
  "htreeDepth": 2,
  "critPathLaunch": "rst",
  "yosys_warnings": 1,
  "fp-utilization_pct": 52.0,
  "synth_flops": 55,
  "start_kind": "input port",
  "rsz0062_at_grt": "no",
  "fmax_mhz": 292,
  "final_cell_mix": "edfxtp_1, clkdlybuf4s50_1, ha_1",
  "hpwlAfterDp_mm": 2.96,
  "worst_slack_ps": 3680,
  "gp_congestion": 0.792,
  "instances_no_fill": 297,
  "mostFrequentLayoutCell": "edfxtp_1",
  "synth.cell_area_um2": 2670,
  "die_h_um": 75.1,
  "area_leaders": "edfxtp_1, ha_1, mux2_4, mux2_2, xnor2_1",
  "p_comb_share_pct": 5.8,
  "grt_max_degree": 19,
  "top_area_share_pct": 61.8,
  "die_w_um": 75.1,
  "warning_count": 30,
  "grt_pass1_vias": 1460,
  "drive_gt1_share_pct": 14.1,
  "rows": 26,
  "cts_root_buf": "clkbuf_8",
  "grt_use_total_pct": 17.0,
  "ioPinCount": 34,
  "coreArea_um2": 5140,
  "switching_share_pct": 20.4,
  "drc": 0,
  "dp_slack_ps": 3360,
  "gr-total-overflow": 0,
  "cts_tree": "built",
  "syn-instance-count": 185,
  "power.total_mw": 0.564,
  "p_int_mw": 0.449,
  "grt_pass1_wl_mm": 6.65,
  "utilization_pct": 62.0,
  "finClkSkew_ps": 9.21,
  "tightest_slew_ps": 621,
  "placed_cells": 289,
  "grt_antenna_before_repair": 0,
  "vias": 1549,
  "power.switching_mw": 0.115,
  "firstDrtPassIters": 4,
  "hold_viol_final": 0,
  "syn_to_final_growth_pct": 19.2,
  "hp-start": "product[3]",
  "clk_pin_slew_ps": 100,
  "clkPwrFrac_pct": 29.9,
  "ys_cells": 185,
  "wl_per_cell_um": 13.5,
  "p_per_area_nw_per_um2": 177,
  "post_dp_cell_area_um2": 3090,
  "post_cts_buffers": 0,
  "totalWireLength_mm": 4.00,
  "arrival_ps": 3380,
  "yosysTopAreaCell": "edfxtp_1",
  "cp_max_fo": 16,
  "cp-end-kind": "register",
  "edf_count": 55,
  "holdWs_ps": 460,
  "ys_types": 44,
  "fin_area_um2": 3190,
  "antenna_cells": 0,
  "synth_async_sr_flop_share_pct": 0,
  "clockBufferDepth": 2,
  "synth_seq_share_pct": 61.8,
  "fin_setup_tns_ps": 0,
  "first_iter_violations": 72,
  "max_slew_margin_pct": 58.5,
  "min_path_type": "reg -> reg",
  "drv_slew": 0,
  "numCtsBuffers": 5,
  "numPortBuffers": 33,
  "ff_type": "edfxtp_1",
  "seq_power_share_pct": 64.3,
  "syn_area_per_cell_um2": 14.4,
  "crit_type": "in -> reg",
  "r2r_start": "product[0]",
  "ant_nets": 0,
  "cts_resized": 0,
  "clock.latency.late_pin_ps": 310,
  "die-area_um2": 5640
}
[critical path, cell delays in order]
cell	delay, ps
clkdlybuf4s50_1	500
or3b_4	470
o31a_1	120
o22ai_1	190
nand2_1	150
inv_1	510
[area by class of cell]
class / instances / area [um^2]
Inverter: 11 / 41.3
Sequential cell: 55 / 1650
Clock buffer: 5 / 68.8
Tap cell: 70 / 87.6
Fill cell: 422 / 1950
Clock inverter: 3 / 25.0
Timing Repair Buffer: 35 / 345
Multi-Input combinational cell: 118 / 967
[cells by family after synthesis]
group | share of synthesized area, %
flops | 61.8
simple gates | 8.71
compound gates | 7.21
mux | 8.57
buf+inv | 3.00
fa+ha+maj | 7.30
xor+xnor | 3.28
other cells | 0.140
[path summary, 6_finish.rpt]
check,endpoint,slack (ps),cells after the start
hold / removal,s[2],460,0
setup / recovery,product[11],3680,6
hold reg to reg,s[2],460,0
setup reg to reg,product[15],4320,9
[state kept, by name (all words and copies together) (netlist names)]
register	count
addend	8
product	16
subtra	7
s	15
state	9
[power groups by stage]
stage	sequential (mW)	combinational (mW)	clock (mW)
after CTS	0.363	0.0329	0.175
after global routing	0.363	0.0361	0.189
final	0.363	0.0328	0.168
[Yosys cell counts (2+ instances only)]
| cell type | n |
|---|---|
| nor2b_1 | 2 |
| mux2_2 | 7 |
| ha_1 | 14 |
| nand2b_1 | 2 |
| a21oi_1 | 7 |
| nor3b_1 | 2 |
| xnor2_1 | 7 |
| nor4_1 | 2 |
| o31a_1 | 2 |
| a21o_1 | 2 |
| nor2_1 | 12 |
| inv_1 | 11 |
| clkbuf_1 | 3 |
| nand2_1 | 6 |
| edfxtp_1 | 55 |
| a211o_1 | 2 |
| o211ai_1 | 2 |
| mux2i_1 | 3 |
| or3_1 | 2 |
| nand3_1 | 2 |
| nor3_1 | 4 |
| mux2_4 | 8 |
| a211oi_1 | 2 |
| o21ai_0 | 4 |
| xor2_1 | 3 |
[routing by layer]
metal  wire (um)  track usage, %  up-vias
met4          35            2.31        0
li1            -               -      768
met1        1930            30.4      721
met3         231            3.66        4
met5           0               0        -
met2        1800            24.2       56
