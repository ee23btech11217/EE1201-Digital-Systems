`run.sh`:
```
#!/bin/bash
# OpenROAD 26Q1-2900-gdf79404cd8, Yosys 0.63+post, stock flow scripts
make -C /OpenROAD-flow-scripts/flow DESIGN_CONFIG=/design/flow/config.mk WORK_HOME=/design/flow/orfs finish
```
`config.mk`:
```
export PLATFORM = sky130hd
export DESIGN_NAME = universalShift
export DESIGN_NICKNAME = universalShift
export VERILOG_FILES = /design/flow/design.v
export SDC_FILE = /design/flow/constraint.sdc
export NUM_CORES = 4
export LEC_CHECK = 1
export CORE_AREA = 10 10 92 92
export DIE_AREA = 0 0 102 102
```
`constraint.sdc`:
```
current_design universalShift

set clk_period 4.4
set clk_io_pct 0.2

create_clock -name clk0 -period $clk_period [get_ports {clk}]

set non_clock_inputs [all_inputs -no_clocks]
set_input_delay [expr $clk_period * $clk_io_pct] -clock clk0 $non_clock_inputs
set_output_delay [expr $clk_period * $clk_io_pct] -clock clk0 [all_outputs]
```
`design.v`:
```
module universalShift(
  input clk, 
  input rst_n, 
  input [8:0] select,  
  input [15:0] p_din,   
  input s_left_din,    
  input s_right_din,   
  output reg [15:0] p_dout,  
  output reg s_left_dout,  
  output reg s_right_dout  
);
reg pdoutbuffer;
always @ (posedge clk) begin : select_magic
if(rst_n) begin : reset_logic
    p_dout = 16'b0;
    s_left_dout = 1'b0;     
    s_right_dout = 1'b0; 
end
else begin
 case(select) 
        9'b000000001: begin  
        s_left_dout = p_dout[15];
        p_dout = p_dout << 1;
        p_dout = {p_dout[15:1], s_right_din};
                    end
        9'b000000010: begin  
        s_right_dout = p_dout[0];
        p_dout = p_dout >> 1;
        p_dout = {s_left_din, p_dout[14:0]};
                      end
        9'b000000100: begin  
        s_left_dout = p_dout[15];
        p_dout = p_dout << 1;
        p_dout = {p_dout[15:1], s_right_din};
                      end
        9'b000001000: begin  
        s_right_dout = p_dout[0];
        p_dout = p_dout >> 1;
        p_dout = {s_left_din, p_dout[14:0]};
                      end
        9'b000010000: begin  
        p_dout = p_din;
        p_dout = p_dout << 1;
                      end
        9'b000100000: begin  
        p_dout = p_din;
        p_dout = p_dout >> 1;
                      end
        9'b001000000: begin  
        p_dout = p_din;
        s_left_dout = p_dout[15];
        p_dout = p_dout << 1;
                      end
        9'b010000000: begin  
        p_dout = p_din;
        s_right_dout = p_dout[0];
        p_dout = p_dout >> 1;    
                      end
        9'b100000000: begin  
                      p_dout = p_dout;
                      end
        default: begin
          p_dout = 16'b0;
          s_left_dout =0;
          s_right_dout =0;
        end  
      endcase
end
end
endmodule
```
==> deck_impl_summary.md <==
Synthesis and Place & Route Summary

Outcome
  – Status: complete, no violations

CTS
  – Reg clk slew, reported paths: 0.07 ns
  – Clk sinks: 18
  – Longest Clk Path Bufs: 2
  – Cts hold-fix bufs: 0
  – Resized cells post-CTS: 0
  – Late-Pin Clk Latency: 0.26 ns
  – Cts bufs inserted: 3
  – TritonCTS clock tree: built
  – Root Buffer: clkbuf_8
  – CTS H-tree lvls: 1
  – Post-CTS setup buffers: 0

Power and ir drop
  – Clk pwr share: 34.1%
  – Combinational power share: 19.3%
  – Sw frac: 25.9%
  – Leak pwr: 0.509 nW
  – VDD IR max: 79.3 uV
  – Pint: 0.000260 W
  – Sequential fraction of design power: 46.7%
  – PwrDens: 199 mW/mm2
  – NetSw: 0.0000908 W

Synthesis
  – Cell count listed in synth_stat.txt: 141
  – Register area share after synthesis: 30.1%
  – Number of library cell types mapped by synthesis: 37
  – Top cells by area: dfxtp_1 30%, a22oi_1 16%, o221ai_1 5.9%
  – Post-Syn Instances: 141
  – Synth warnings: 1
  – Flip-flops with a built-in enable: 0
  – Cell type with the largest total area: dfxtp_1
  – Yosys stat area: 0.00120 mm2
  – Syn avg cell area: 8.49 um2
  – Ys flops: 18
  – Synthesized cell area: 0.00120 mm2
  – Commonest flop: dfxtp_1
  – Ys async rst share: 0%
  – Top cell area share: 30.1%

Floorplan
  – Row count: 29
  – Die area: 0.0104 mm2
  – Die Span Y: 102 um
  – Number of primary I/O pins: 47
  – Die Wd: 102 um
  – Core area: 0.00646 mm2
  – Fp util: 18.5%

Flow run
  – Maxcap violations: 0
  – OpenROAD warnings: 25

Timing
  – Final Hold Vio Count: 0
  – Final worst path period share: 63.2%
  – Worst slew pin tran: 0.829 ns
  – RSZ-0062 raised after global routing: no
  – Rel. slew slack: 44.2%
  – Final setup violation count: 0
  – Minimum clock period: 2.78 ns
  – Max-slew violations: 0
  – Worst Skew: 0.00290 ns
  – Total Neg Setup Slack: 0 ns
  – Max Fclk: 360 MHz

Finish
  – Most frequent logic cell in the layout: clkdlybuf4s50_1
  – Commonest cells after routing, fill and taps aside: 46 x clkdlybuf4s50_1, 26 x a22oi_1, 18 x dfxtp_1, 10 x nand2_1, 9 x o22ai_1
  – Layout area overhead: 47.3%
  – Layout Cell Area excl Fill: 0.00176 mm2
  – Layout cell share with drive strength beyond 1: 6.08%

Global route
  – Initial antenna violation count: 0
  – Largest net degree at the start of global routing: 20
  – Total gr overflow: 0
  – Vias in the first global route: 1,356
  – First-pass GRT wire length: 7.23 mm
  – Total GRT Usage: 8.45%

Place
  – Final HPWL DP: 3.23 mm
  – PortBufs: 46
  – Placed cell area: 0.00172 mm2
  – RePlAce Congestion: 0.795

Setup path
  – R2R setup slack: 3.20 ns
  – Data arrival, critical path: 2.96 ns
  – Worst R2R Start: s_left_dout
  – CP max FO: 19
  – Setup crit end: s_right_dout
  – Startpoint Class: input port
  – Reg-to-Reg End: s_left_dout
  – FF-to-FF path depth: 4
  – Crit path launch: select[1]
  – CP required: 4.58 ns
  – Worst Setup End Kind: flop
  – Worst Path Class, Setup: in -> reg

Worst hold path
  – Worst Hold Class: reg -> reg
  – Hold Crit Depth: 3

Routing
  – Via density: 5.19
  – N_diodes: 0
  – Pre-Repair DR Iteration Count: 4
  – Vias: 1,339
  – Remaining DRCs: 0
  – First DRT Iteration DRCs: 132
  – DRT Wirelength: 4.38 mm
  – Post-route ant nets: 0
  – DR WL/cell: 17.0 um
-- stage by stage --
step                      hold WS [ns]  cells  setup WS [ns]  utilization [%]  total power [W]
after floorplan                  0.519    141           2.15                -         0.000196
after global placement           0.603    255           1.34             26.7         0.000235
after global routing             0.647    258           1.52             27.3         0.000367
after detailed placement         0.595    255           1.36             26.7         0.000235
final                            0.624    258           1.62             27.3         0.000350
after CTS                        0.627    258           1.62             27.3         0.000350
-- synth_stat cells (2+ instances only) --
cell type and number:
o22ai_1 9, and2_1 2, clkbuf_1 8, nor4bb_1 3, buf_2 4, dfxtp_1 18
nand3b_1 2, a221oi_1 6, nor3_1 2, o221ai_1 8, and3_1 6, inv_1 3
o211ai_1 2, xnor2_1 2, xor2_1 3, or3_1 3, nand2_1 10, nor4_1 2
nor2_1 3, nor2b_1 3, a22oi_1 26
-- worst min-delay path by stage --
| stage | endpoint | startpoint | slack (ns) |
|---|---|---|---|
| 4_1_cts | s_right_dout | s_right_dout | 0.63 |
| 5_1_grt | s_right_dout | s_right_dout | 0.65 |
| 6_report | s_right_dout | s_right_dout | 0.62 |
-- flip-flops by register name, indices dropped and copies added, names as in the netlist --
signal and flops:
s_right_dout 1, s_left_dout 1, p_dout 16
-- cell families (layout without fill, tap and decap cells) --
logic type	count (synthesis)	after routing	synth area share [%]
buffers and inverters	16	56	6.06
AND-OR/OR-AND	59	59	37.6
AND/OR/NAND/NOR	43	43	22.6
XOR/XNOR	5	5	3.66
flip-flops	18	18	30.1
-- cell type report --
cell class | count | area [um2]
inverter | 3 | 11.3
fill | 694 | 4690
timing repair buffer | 50 | 490
tap | 77 | 96.3
sequential | 18 | 360
multi-input combinational | 107 | 764
clock buffer | 3 | 41.3
-- routing by layer --
metal	wire length [um]	GRT usage, %
met1	2000	11.9
met5	0	0
met3	243	2.11
met4	14	0.542
met2	2130	13.3
-- power groups by stage --
stage	logic [W]	clock network, W	registers, W
finish	0.0000674	0.000119	0.000164
CTS	0.0000676	0.000119	0.000164
global route	0.0000734	0.000130	0.000164
-- critical path, stage by stage --
cell	delay, ns
clkdlybuf4s50_1	0.50
or4_4	0.58
or2_1	0.47
or3_1	0.44
o211ai_1	0.09
Power is estimated from default activity; no workload was simulated.
