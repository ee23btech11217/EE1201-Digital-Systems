==> flow/design.v <==
module full_adder_8bit (
  input wire [7:0] x,
  input wire [7:0] h,
  output wire [7:0] sum,
  output wire cout
);
  wire [8:0] carry;   
  assign carry[0] = 1'b0;   
  genvar i;
  generate
    for (i = 0; i < 8; i = i + 1) begin
      full_adder_1bit fa (
        .x(x[i]),
        .h(h[i]),
        .cin(carry[i]),
        .sum(sum[i]),
        .cout(carry[i + 1])
      );
    end
  endgenerate
  assign cout = carry[8];  
endmodule
module full_adder_1bit (
  input wire x,
  input wire h,
  input wire cin,
  output wire sum,
  output wire cout
);
  assign sum = x ^ h ^ cin;  
  assign cout = (x & h) | (x & cin) | (h & cin);  
endmodule
==> flow/run.sh <==
#!/bin/bash
# OpenROAD 26Q1-2900-gdf79404cd8, Yosys 0.63+post, stock flow scripts
make -C /OpenROAD-flow-scripts/flow DESIGN_CONFIG=/design/flow/config.mk WORK_HOME=/design/flow/orfs finish
==> flow/config.mk <==
export PLATFORM = sky130hd
export DESIGN_NAME = full_adder_8bit
export DESIGN_NICKNAME = full_adder_8bit
export VERILOG_FILES = /design/flow/design.v
export SDC_FILE = /design/flow/constraint.sdc
export NUM_CORES = 4
export LEC_CHECK = 1
export CORE_AREA = 10 10 70 70
export DIE_AREA = 0 0 80 80
==> flow/constraint.sdc <==
current_design full_adder_8bit

set clk_period 2.5
set clk_io_pct 0.2

create_clock -name clk0 -period $clk_period

set non_clock_inputs [all_inputs -no_clocks]
set_input_delay [expr $clk_period * $clk_io_pct] -clock clk0 $non_clock_inputs
set_output_delay [expr $clk_period * $clk_io_pct] -clock clk0 [all_outputs]
==> metrics.cfg <==
[timing]
setup_viol=6
rsz0062_at_grt=yes
setup_slack_ns=-1.401
hold_viol_final=0
worst_pin_slew_ns=0.1154
max_freq_mhz=256.3
fin_crit_ns=3.901
slew_viol_final=0
slew_headroom_pct=92.28
fin_crit_sh_pct=156.0

[pwr]
p_comb_share_pct=100.0
p_int_mw=0.05781
power.switching_mw=0.02831
p_clk_share_pct=0
power.density_nw_per_um2=181.1
p_leak_nw=0.1819
switching_share_pct=32.87
power_frac_seq_pct=0
vdd_drop_max_mv=0.06337

[finish]
ff_latch_area_um2=0
final_layout_size_suffix_gt1_share_pct=52.63
final_design_area_no_fill_um2=475.5
final.clkbuf_count=0
layoutNonFillerInstCount=84
n_fill_cell=393
syn2layout_area_growth_pct=105.4
seq_cells=0

[synth]
avgSynthCellArea_um2=11.02
synth_warnings=0
synthTopCellsByCount=buf_4 (8), fa_1 (7), inv_1 (5)
yosysTopAreaCellShare_pct=60.54
top_area_cell=fa_1
ys_seq_share_pct=0
synth_area_um2=231.5
ys_area_um2=231.5
syn_inst=21
top_cell=buf_4
ys_cells=21
top_cells_by_area=fa_1 (61%), buf_4 (26%), inv_1 (8.1%), ha_1 (5.4%)
netlist-cell-type-count=4

[floorplan]
dieHeight_um=80
initCoreUtil_pct=6.777
dieWidth_um=80
rows=21
core_um2=3416
pin_count=25
dieArea_um2=6400

[drt]
vias_per_cell=2.262
drc=0
ant_nets=0
first_pass_iters=1
vias=190
wl_um=728
wl_per_cell_um=8.667
drtIter0Drc=0
diodes=0

[worst_setup_path]
end_kind=primary output
critPathTopFamily=adder cells
crit_type=in -> out
cpMostUsedCell=fa_2
start_kind=primary input
crit_required_ns=2.00
crit_buf_inv=4
cp.arrival_ns=3.40
critPathMaxFanout=1
cpPeakStageDelay_ns=0.42
path_depth=12
slowest_stage=fa_2
crit_chain=buf_6, ha_4, fa_2, fa_2, fa_2, fa_2, fa_2, fa_2, inv_2, fa_2, inv_2, buf_2

[place]
routabilityCongestion=0.8578
placed_cell_area_um2=509.2
portBuffers=25
dpl.hpwl_um=727.1
place_inst=84

[global_route]
grt_pass1_wl_mm=1.124
grt_pass1_vias=252
antenna_found_initial=0
grt_overflow_total=0
grt_max_degree=2
grt.total_usage_pct=2.211

[run_status]
status=finished with violations
violations=setup timing

[clock_tree]
cts_setup_buffers=0
postCtsHoldBufs=0

[job]
warnings=35
drv_cap=0

[min_path]
holdPathStages=3
hp-class=in -> out

==> path summary, 6_finish.rpt <==
check	end	startpoint	slack, ns
worst min-delay path	sum[0]	h[0]	1.64
worst max-delay path	sum[7]	x[0]	-1.40
==> power groups by stage <==
| stage | clock network, mW | logic, mW | registers [mW] |
|---|---|---|---|
| 4_1_cts | 0 | 0.0902 | 0 |
| 5_1_grt | 0 | 0.100 | 0 |
| 6_report | 0 | 0.0861 | 0 |
==> timing repair <==
action | in CTS | in global routing
gates resized | 34 | 3
pin swaps | 8 | 8
endpoints found under the setup margin | 8 | 6
==> routing by layer <==
layer	track usage [%]	vias up	part of all wire (%)
met2	2.889	24	27
met3	1.364	0	24
li1	-	85	-
met5	0	-	0
met4	0	0	0
met1	3.169	81	49
==> cells by family after synthesis <==
| logic type | share of synthesized area, % |
|---|---|
| fa+ha+maj | 65.94 |
| buf+inv | 34.06 |
==> per-stage QoR <==
| stage | hold slack, ns | setup TNS, ns | setup WS (ns) | utilization (%) | total power [mW] |
|---|---|---|---|---|---|
| finish | 1.641 | -4.751 | -1.401 | 13.92 | 0.08612 |
| global route | 1.655 | -5.148 | -1.504 | 13.92 | 0.1004 |
| CTS | 1.643 | -5.650 | -1.608 | 14.03 | 0.09019 |
| detailed placement | 2.084 | -9.907 | -2.184 | 14.91 | 0.1083 |
| global placement | 2.078 | -9.893 | -2.186 | 14.91 | 0.1065 |
| floorplan | 1.169 | -3.890 | -1.255 | - | 0.05106 |
==> cells in the final DEF, fill, tap and decap left out, drive strengths merged <==
| master | count |
|---|---|
| ha | 1 |
| fa | 7 |
| inv | 5 |
| dlygate4sd2 | 1 |
| clkdlybuf4s50 | 14 |
| clkdlybuf4s15 | 1 |
| clkbuf | 1 |
| buf | 8 |
==> cell type report <==
class	instances	area [µm²]	share of cell area (%)
well taps	46	57.56	12.11
inverters	5	18.77	3.947
multi-input cells	8	182.7	38.42
repair buffers	25	216.5	45.53
Power figures rest on the tool's default switching activity, not on a simulated workload.
